<file path="design/flow/design.v">
module ASYNC_FIFO_TOP #(parameter DATA_WIDTH = 8 , NUM_OF_REGS = 8) (
input wire W_CLK,
input wire W_RST,
input wire W_INC,
input wire R_CLK,
input wire R_RST,
input wire R_INC,
input wire [DATA_WIDTH-1:0] WR_DATA,
output wire [DATA_WIDTH-1:0]RD_DATA,
output wire FULL,
output wire EMPTY
);
wire [3:0] wptr, rptr, rq2_wptr, wq2_rptr;
wire [2:0] waddr, raddr;
wire wclken;
FIFO_RD fifo_read(
.rclk(R_CLK),
.rrst_n(R_RST),
.rinc(R_INC),
.rq2_wptr(rq2_wptr),
.rempty(EMPTY),
.rptr(rptr),
.raddr(raddr)
);
DF_SYNC sync_r2w (
.data(rptr),
.CLK(W_CLK),
.RST(W_RST),
.SYNC_OUT(wq2_rptr)
);
FIFO_WR fifo_write(
.wclk(W_CLK),
.wrst_n(W_RST),
.winc(W_INC),
.wq2_rptr(wq2_rptr),
.wfull(FULL),
.wptr(wptr),
.waddr(waddr),
.wclken(wclken)
);
DF_SYNC sync_w2r (
.data(wptr),
.CLK(R_CLK),
.RST(R_RST),
.SYNC_OUT(rq2_wptr)
);
FIFO_MEM_CNTRL memory(
.wclkEn(wclken),
.CLK(W_CLK),
.RST(W_RST),
.waddr(waddr),
.raddr(raddr),
.wdata(WR_DATA),
.rdata(RD_DATA)
);
endmodule
module DF_SYNC (
input wire [3:0] data,
input wire CLK,
input wire RST,
output reg [3:0] SYNC_OUT
);
reg [3:0] SYNC_REG_1;
always @(posedge CLK or negedge RST) begin
	if (~RST) begin
		SYNC_REG_1 <= 'b0;
		SYNC_OUT <= 'b0;
	end
	else begin
		SYNC_REG_1 <= data;
		SYNC_OUT <= SYNC_REG_1;
	end
end
endmodule
module FIFO_MEM_CNTRL #(parameter DATA_WIDTH = 8, NUM_OF_REGS = 8) (
input wire wclkEn,
input wire CLK,
input wire RST,
input wire [2:0] waddr,
input wire [2:0] raddr,
input wire [DATA_WIDTH-1:0] wdata,
output wire [DATA_WIDTH-1:0] rdata 
);
integer i;
reg [DATA_WIDTH-1:0] memory [NUM_OF_REGS-1:0];
always @(posedge CLK or negedge RST) begin
	if (~RST) begin
		for( i=0 ; i<NUM_OF_REGS ; i=i+1 )
		begin
			memory[i] <= 'b0;
		end
	end
	else begin
		if (wclkEn) begin
			memory[waddr] <= wdata;
		end
	end
end
assign rdata = memory[raddr];
endmodule
module FIFO_RD (
input wire rclk,
input wire rrst_n,
input wire rinc,
input wire [3:0] rq2_wptr,
output wire rempty,
output wire [3:0] rptr,
output reg [2:0] raddr
);
reg [3:0] bn_rptr;
always @(posedge rclk or negedge rrst_n) begin
	if (~rrst_n) begin
		bn_rptr <= 'b0;
		raddr <= 'b0;
	end
	else if (rinc) begin
		if(~rempty) begin
			bn_rptr <= bn_rptr+1 ;
			raddr <= raddr+1 ;
		end
	end
end
assign rempty = (rq2_wptr == rptr);
assign rptr = bn_rptr ^ (bn_rptr >> 1);
endmodule
module FIFO_WR (
input wire wclk,
input wire wrst_n,
input wire winc,
input wire [3:0] wq2_rptr,
output wire wfull,
output  [3:0] wptr,
output reg [2:0] waddr,
output reg wclken
);
reg [3:0] bn_wptr;
always @(posedge wclk or negedge wrst_n) begin
	if (~wrst_n) begin
		bn_wptr <= 'b0;
		waddr <= 'b0;
		wclken <= 'b0;
	end
	else if (winc) begin
		if(wfull) begin
			wclken <= 'b0;
		end else begin
			wclken <= 'b1;
			bn_wptr <= bn_wptr+1 ;
			waddr <= waddr+1 ;
		end
	end else begin
		wclken <= 'b0;
	end
end
assign wfull = ((wptr[3]!=wq2_rptr[3]) && (wptr[2]!=wq2_rptr[2]) && (wptr[1:0]==wq2_rptr[1:0])) ;
assign wptr = bn_wptr ^ (bn_wptr >> 1);
endmodule
</file>
<file path="design/flow/run.sh">
#!/bin/bash
# OpenROAD 26Q1-2900-gdf79404cd8, Yosys 0.63+post, stock flow scripts
make -C /OpenROAD-flow-scripts/flow DESIGN_CONFIG=/design/flow/config.mk WORK_HOME=/design/flow/orfs finish
</file>
<file path="design/flow/config.mk">
export PLATFORM = sky130hd
export DESIGN_NAME = ASYNC_FIFO_TOP
export DESIGN_NICKNAME = ASYNC_FIFO_TOP
export VERILOG_FILES = /design/flow/design.v
export SDC_FILE = /design/flow/constraint.sdc
export NUM_CORES = 4
export LEC_CHECK = 1
export CORE_UTILIZATION = 50
</file>
<file path="design/flow/constraint.sdc">
current_design ASYNC_FIFO_TOP

set clk_period 3.8
set clk_io_pct 0.2

create_clock -name clk0 -period $clk_period [get_ports {R_CLK}]
create_clock -name clk1 -period $clk_period [get_ports {W_CLK}]

set non_clock_inputs [all_inputs -no_clocks]
set_input_delay [expr $clk_period * $clk_io_pct] -clock clk0 $non_clock_inputs
set_output_delay [expr $clk_period * $clk_io_pct] -clock clk0 [all_outputs]
</file>
==> run_results.csv <==
group,metric,value,unit
finish,n_fill_cell,621,
synthesis,flop_cell,"dfrtp_1",
detailed_routing,drtIter0Drc,135,
global_route,grt_usage,0.219,
timing,worst_pin_slew,0.704,ns
clock_tree,cts_sinks,95,
global_route,grt_pass1_vias,2522,
power_and_ir_drop,comb_power_share,0.430,
placement,placed_area,0.00450,sq mm
timing,hold_viol,0,
run,tool_warnings,34,
timing,rsz0062_at_grt,"false",
synthesis,avgSynthCellArea,13.8,sq um
synthesis,synth_flop_count,95,
synthesis,yosysUniqueCellTypes,35,
setup_path,cp_max_fo,16,
finish,logic_area,0.00171,sq mm
finish,lay_top_cells,"dfrtp_1 (95), mux2_2 (67), clkdlybuf4s50_1 (21)",
synthesis,netlist_area,0.00416,sq mm
floorplan,fp_util,0.527,
synthesis,synthSimpleGateAreaFrac,0.0529,
detailed_routing,wirelength,8360,um
placement,port_buffers,22,
timing,maxSlewHeadroom,0.530,
detailed_routing,antenna_cells,0,
power_and_ir_drop,power.density,953,mW/mm^2
timing,fin_setup_tns,0,ns
power_and_ir_drop,p_int,2.99,mW
floorplan,num_rows,32,
global_route,antenna_found_initial,0,
synthesis,ys_area,0.00416,sq mm
clock_tree,post-cts-setup-buffers,0,
setup_path,reg2reg_depth,5,
finish,regArea,0.00238,sq mm
clock_tree,clkSlewWorstSetupHoldPaths,0.06,ns
detailed_routing,drc_errors,0,
timing,whs,0.346,ns
placement,dpl.hpwl,5460,um
detailed_routing,dr.pass1.iters,5,
synthesis,synthCells,301,
clock_tree,cts_resized,0,
detailed_routing,ant_nets,0,
synthesis,synth.area.mux_share,0.196,
power_and_ir_drop,power.switching,1.52,mW
synthesis,top_area_frac,0.572,
finish,syn_to_final_growth,13.8,%
synthesis,ys_sh_adder,0.0481,
finish,finish.instance_area,0.00473,sq mm
power_and_ir_drop,ir_drop,0.000540,V
min_path,min_path_type,"reg2reg",
run,max-cap-violations,0,
detailed_routing,avgRoutedWirePerCell,19.0,um
synthesis,yosys_warnings,5,
detailed_routing,vias,2529,
finish,lay_top_count,"dfrtp_1",
setup_path,crit_arrival,2.90,ns
floorplan,die_h,93.2,um
power_and_ir_drop,swShare,0.337,
setup_path,start_kind,"register",
power_and_ir_drop,power_frac_clock,0.162,
timing,setup_viol,0,
setup_path,path_class,"reg2out",
synthesis,edf_count,0,
setup_path,crit_required,3.04,ns
synthesis,synth_xor_xnor_area_share,0.0352,
floorplan,die_area,0.00869,sq mm
outcome,outcome,"completed",
detailed_routing,avgViaCountPerCell,5.76,
clock_tree,hold_buffers,0,
synthesis,ys_cells,301,
synthesis,yosys-top-cells-area,"dfrtp_1 (57%), mux2_2 (18%), ha_1 (4.8%), a222oi_1 (2.4%), xnor2_1 (1.9%)",
floorplan,io_pins,24,
timing,slew_viol_final,0,
power_and_ir_drop,p_leak,2.03,nW
clock_tree,cts_tree,"built",
finish,drive_above_1_share,0.282,
synthesis,async_reset_ff_frac,1.00,
timing,skew,0.00811,ns
synthesis,synthTopLogicFamily,"multiplexers",
synthesis,ys_sh_aoi,0.0791,
global_route,overflow,0,
power_and_ir_drop,pwr-share-seq,0.408,
synthesis,yosysSeqAreaShare,0.572,
min_path,holdPathStages,0,
floorplan,coreArea,0.00789,sq mm
global_route,grt_pass1_wl,13500,um
global_route,grt_max_degree,45,
floorplan,dieWidth,93.2,um
synthesis,yosys.area.top_type,"dfrtp_1",
placement,gp_congestion,0.815,
setup_path,endpoint_kind,"output pin",
-- registers in the layout, indices dropped and copies added (netlist names) --
register / flops
sync_r2w.SYNC_OUT: 4
sync_r2w.SYNC_REG_1: 4
fifo_write.waddr: 3
fifo_write.bn_wptr: 4
fifo_read.raddr: 3
fifo_write.wclken: 1
fifo_read.bn_rptr: 4
memory.memory: 64
sync_w2r.SYNC_REG_1: 4
sync_w2r.SYNC_OUT: 4
-- synth_stat cells, types with 2 or more instances --
cell / instances
a222oi_1: 10
mux2i_1: 3
xor2_1: 5
nor2b_1: 2
ha_1: 16
nand3_1: 7
nand2_1: 15
inv_1: 8
a41oi_1: 6
a31oi_1: 5
xnor2_1: 9
a22o_1: 6
a32oi_1: 2
and3_1: 3
mux2_2: 67
clkbuf_1: 8
a21oi_1: 2
nor2_1: 14
mux2_4: 2
dfrtp_1: 95
nor4_1: 2
-- layer usage --
layer  wire length (um)  GRT usage  vias up
met3                412     0.0529        4
met4                 41     0.0192        0
met5                  0          0        -
met2               3780      0.322       51
li1                   -          -     1165
met1               4130      0.368     1309
-- path summary, 6_finish.rpt --
| kind | startpoint | to | slack [ns] |
|---|---|---|---|
| worst max-delay path | fifo_read.raddr[0]$_DFFE_PN0P_ | RD_DATA[5] | 0.14 |
| worst min-delay path | sync_w2r.SYNC_REG_1[0]$_DFF_PN0_ | sync_w2r.SYNC_OUT[0]$_DFF_PN0_ | 0.35 |
| worst max register to register | fifo_read.bn_rptr[2]$_DFFE_PN0P_ | fifo_read.raddr[1]$_DFFE_PN0P_ | 1.70 |
| worst min register to register | sync_w2r.SYNC_REG_1[0]$_DFF_PN0_ | sync_w2r.SYNC_OUT[0]$_DFF_PN0_ | 0.35 |
| max in group clk1 | fifo_write.bn_wptr[0]$_DFFE_PN0P_ | fifo_write.bn_wptr[1]$_DFFE_PN0P_ | 1.71 |
| max in group asynchronous | W_RST | memory.memory[3][0]$_DFFE_PN0P_ | 2.48 |
| min in group clk1 | sync_r2w.SYNC_REG_1[3]$_DFF_PN0_ | sync_r2w.SYNC_OUT[3]$_DFF_PN0_ | 0.36 |
| min in group asynchronous | W_RST | sync_r2w.SYNC_REG_1[2]$_DFF_PN0_ | 0.38 |
-- per-stage QoR --
stage / setup WS [ns] / std cells / total power [mW] / utilization
floorplan: 1.06 / 301 / 3.09 / -
global placement: 0.465 / 420 / 3.78 / 0.571
detailed placement: 0.410 / 420 / 3.81 / 0.571
CTS: 0.152 / 439 / 4.56 / 0.600
global route: 0.00974 / 439 / 4.86 / 0.600
finish: 0.138 / 439 / 4.51 / 0.600
-- kinds of logic (layout without fill, tap and decap cells) --
logic type / count (synthesis) / after routing
adders and majority gates: 16 / 16
and+or+nand+nor: 48 / 48
AOI/OAI and AO/OA: 37 / 37
muxes: 72 / 72
xor gates and xnor gates: 15 / 15
buffers and inverters: 18 / 54
DFF: 95 / 95
-- layout make-up --
cell class | instances | share of cell area
flip-flops and latches | 95 | 0.502
multi-input cells | 188 | 0.361
repair buffers | 27 | 0.0539
clock buffers | 13 | 0.0357
well taps | 102 | 0.0270
clock inverters | 6 | 0.0135
inverters | 8 | 0.00634
-- power by group through the flow --
stage | clock network, mW | registers [mW] | logic [mW]
4_1_cts | 0.755 | 1.84 | 1.97
5_1_grt | 0.803 | 1.91 | 2.15
6_report | 0.731 | 1.84 | 1.94
-- critical path: stages, from the launching register on --
cell and delay, ns:
dfrtp_1 0.42, ha_1 0.24, ha_1 0.35, nor4_1 0.33
nand2_1 0.48, a41oi_1 0.32, clkdlybuf4s50_1 0.51
Power figures rest on the tool's default switching activity, not on a simulated workload.
